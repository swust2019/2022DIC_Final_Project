**./design.v**
```verilog
`timescale 1ns/10ps
module ELA(clk, rst, ready, in_data, data_rd, req, wen, addr, data_wr, done);
	input					clk;
	input					rst;
	input					ready;
	input			[7:0]	in_data;
	input			[7:0]	data_rd;
	output	reg				req;
	output	reg				wen;
	output	reg		[12:0]	addr;
	output	reg		[7:0]	data_wr;
	output	reg				done;
reg					[7:0]	S_buffer	[127:0];
reg					[7:0]	L_buffer	[2:0];
reg					[8:0]	result;
reg					[2:0]	control;
reg					[7:0]	timer_s;
wire				[8:0]	d11;
wire				[8:0]	d22;
wire				[8:0]	d33;
wire				[7:0]	d1;
wire				[7:0]	d2;
wire				[7:0]	d3;
assign 				d11 = (L_buffer[2] - S_buffer[0]);
assign				d22 = (L_buffer[1] - S_buffer[1]);
assign				d33 = (L_buffer[0] - S_buffer[2]);
assign 				d1 = d11[8] ? -d11[7:0] : d11[7:0];
assign				d2 = d22[8] ? -d22[7:0] : d22[7:0];
assign				d3 = d33[8] ? -d33[7:0] : d33[7:0];
reg					[1:0]	min;
reg         		[2:0]	state;
reg         		[2:0]	next_state;
parameter   		Rowf      	= 3'd0;
parameter   		comp      	= 3'd1;
parameter   		read       	= 3'd2;
parameter   		fish       	= 3'd3;
parameter   		stop        = 3'd4;
integer 			i;
always @(posedge clk or posedge rst)
begin
	if (rst)
	begin
		timer_s <= 8'd0;
	end
	else if ((control == 3'd0 && timer_s == 8'd130) || (control == 3'd1 && timer_s == 8'd131) ||(control == 3'd2 && timer_s == 8'd128) || control == 3'd4)
	begin
		timer_s <= 8'd0;
	end
	else
	begin
		timer_s <= timer_s + 8'd1;
	end
end
always @(posedge clk or posedge rst)
begin
	if (rst)
	begin
		req <= 1'd0;
	end
	else if (timer_s == 8'd0 && !(control == 3'd2) && !(control == 3'd4))
	begin
		req <= 1'd1;
	end
	else
	begin
		req <= 1'd0;
	end
end
always @(posedge clk or posedge rst)
begin
	if (rst)
	begin
	end
	else if ((control == 3'd0 && timer_s >= 8'd129) || (control == 3'd1 && timer_s == 8'd0) || (control == 3'd2 && timer_s == 8'd128))
	begin
	end
	else if (control == 3'd2)
	begin
		S_buffer[0] <= S_buffer[127];
		for(i=1; i<128; i=i+1)
		begin
			S_buffer[i] <= S_buffer[i-1];
		end
	end
	else if (timer_s <= 8'd128)
	begin
		S_buffer[0] <= in_data;
		for(i=1; i<128; i=i+1)
		begin
			S_buffer[i] <= S_buffer[i-1];
		end
	end
end
always @(posedge clk or posedge rst) 
begin
	if (rst) 
	begin
		L_buffer[0] <= 8'd0;
		L_buffer[2] <= 8'd0;
		L_buffer[1] <= 8'd0;
	end
	else if ((control == 3'd0 && timer_s >= 8'd129) || (control == 3'd1 && timer_s == 8'd0) || (control == 3'd2 && timer_s == 8'd128))
	begin
		L_buffer[0] <= L_buffer[0];
		L_buffer[2] <= L_buffer[2];
		L_buffer[1] <= L_buffer[1];
	end
	else if (control == 3'd2)
	begin
		L_buffer[0] <= L_buffer[2];
		L_buffer[2] <= L_buffer[1];
		L_buffer[1] <= L_buffer[0];
	end
	else if (timer_s <= 8'd128)
	begin
		L_buffer[0] <= S_buffer[127];
		L_buffer[2] <= L_buffer[1];
		L_buffer[1] <= L_buffer[0];
	end
end
always @(*)
begin
	if (timer_s == 8'd3)
	begin
		min = 2'd2;
	end
	else if ((d1 == d3) && (d2 == d3))
	begin
		min = 2'd0;
	end
	else if (d1 <= d3)
	begin
		if (d2 <= d1)
		begin
			min = 2'd2;
		end
		else 
		begin
			min = 2'd1;
		end
	end
	else 
	begin
		if (d2 <= d3)
		begin
			min = 2'd2;
		end
		else 
		begin
			min = 2'd3;
		end
	end
end
always @(posedge clk or posedge rst)
begin
	if (rst) 
	begin
		result <= 9'd0;
	end
	else if (control == 3'd1)
	begin
		if (timer_s == 8'd130)
		begin
			result <= ((S_buffer[0] + L_buffer[0]) >> 1);
		end
		else
		begin
			case(min)
			2'd0: result <= ((S_buffer[0] + (S_buffer[1] * 2) + S_buffer[2] + L_buffer[0] + (L_buffer[1] * 2) + L_buffer[2]) / 8);
			2'd1: result <= ((S_buffer[0] + L_buffer[2]) >> 1);
			2'd2: result <= ((S_buffer[1] + L_buffer[1]) >> 1);
			2'd3: result <= ((S_buffer[2] + L_buffer[0]) >> 1);
			endcase
		end
	end
end
always @(posedge clk or posedge rst)
 begin
	if (rst) 
	begin
		wen <= 1'd0;
	end
	else if (control == 3'd3)
	begin
		wen <= 1'd0;
	end
	else
	begin
		wen <= 1'd1;
	end
end
always @(posedge clk or posedge rst) 
begin
	if (rst) 
	begin
		addr <= 13'd0;
	end
	else if((control == 3'd0 && timer_s <= 8'd2) || (control == 3'd1 && timer_s <= 8'd4) || control == 3'd4)
	begin
		addr <= addr;
	end
	else 
	begin
		addr <= addr + 13'd1;	
	end
end
always @(posedge clk or posedge rst) 
begin
	if (rst) 
	begin
		data_wr <= 8'd0;
	end
	else if (control == 3'd0)
	begin
		data_wr <= S_buffer[0];
	end
	else if (control == 3'd1)
	begin
		data_wr <= result;
	end
	else
	begin
		data_wr <= S_buffer[127];
	end
end
always @(posedge clk or posedge rst) 
begin
	if (rst) 
	begin
		done <= 1'd0;
	end
	else if (control == 3'd3) 
	begin
		done <= 1'd1;
	end
end
always @(posedge clk or posedge rst)
begin
    if (rst)	state <= stop;
    else 		state <= next_state;
end
always @(*) 
begin
    case(state)
    	stop:
    	begin
    		if(ready == 1'b0) next_state = stop;
    		else              next_state = Rowf;
    	end
    	Rowf :
    	begin
    		if(timer_s == 8'd130) next_state = comp;
    		else                 next_state = Rowf;
    	end
    	comp :
    	begin
    		if(timer_s == 8'd131) next_state = read;
    		else                 next_state = comp;
    	end
    	read :
    	begin
    		if(addr == 13'd8062)      next_state = fish;
    		else if(timer_s == 8'd128)next_state = comp;
    		else                     next_state = read;
    	end
    	fish : next_state = fish;
    endcase
end
always @(*) 
begin
    case(state)
    	Rowf : control = 3'd0;
    	comp : control = 3'd1;
    	read : control = 3'd2;
    	fish : control = 3'd3;
    	stop : control = 3'd4;
    endcase
end
endmodule
```
**./run.sh**
```bash
#!/bin/bash
# OpenROAD 26Q1-2900-gdf79404cd8, Yosys 0.63+post, stock flow scripts
make -C /OpenROAD-flow-scripts/flow DESIGN_CONFIG=/design/flow/config.mk WORK_HOME=/design/flow/orfs finish
```
**./config.mk**
```make
export PLATFORM = sky130hd
export DESIGN_NAME = ELA
export DESIGN_NICKNAME = ELA
export VERILOG_FILES = /design/flow/design.v
export SDC_FILE = /design/flow/constraint.sdc
export NUM_CORES = 4
export LEC_CHECK = 1
export CORE_UTILIZATION = 30
```
**./constraint.sdc**
```tcl
current_design ELA

set clk_period 56.1
set clk_io_pct 0.2

create_clock -name clk0 -period $clk_period [get_ports {clk}]

set non_clock_inputs [all_inputs -no_clocks]
set_input_delay [expr $clk_period * $clk_io_pct] -clock clk0 $non_clock_inputs
set_output_delay [expr $clk_period * $clk_io_pct] -clock clk0 [all_outputs]
```
==> metrics.yaml <==
dp_worst_setup_slack_ns: 40.34
cap_viol_max_count: 0
core_region_area_sq_um: 127500
util_after_layout: 0.3466
number_of_vias_in_the_routed_layout: 16000
synth-warning-count: 3
timing.setup.tns_ns: 0
cp-end-kind: "flop"
syn-cell-area_sq_um: 38570
hold_removal_path_class: "reg -> reg"
netlist_instances: 1905
yosys_register_bits: 1097
finalSetupViolations: 0
routed_wl_microns: 55480
floorplanUtilization: 0.3024
grt_overflow: 0
use_met1: 0.1471
worstReg2RegStart: "timer_s[4]"
port_buffers: 34
cp_slowest_stage_delay_ns: 0.76
route.detailed.drc: 0
worst_hold_path_startpoint: "S_buffer[100][2]"
p_int_mw: 1.365
clock_tree_root_buffer_cell: "clkbuf_16"
cts_hold_buffers: 0
die_h_microns: 360.5
netlist-cell-type-count: 78
slew_violations: 0
ys_chip_area_sq_um: 38570
drtIter0Drc: 1150
pwr-share-seq: 0.546
ir_worst_vdd_mv: 0.02498
globalRouteTotalUtil: 0.09333
power.share.clock: 0.373
timing.critical_path.slowest_stage_cell: "buf_4"
place_congestion: 0.8600
switchingPower_mw: 0.3841
relSlewSlack: 0.2879
grt_util_met3: 0.05472
startpoint: "rst"
ant_nets_after_route: 0
cpMostUsedCell: "buf_4"
timing.final.crit_share: 0.2675
io-pin-count: 43
antenna_cells: 0
place.detailed.hpwl_microns: 32630
ys_cells: 1905
cts.repair.resized: 0
unrepaired_setup_endpoints_after_global_routing: "false"
crit_path_cell_trace: "clkdlybuf4s50_1, nor2_4, buf_4, buf_4, buf_4, buf_4"
grt_pass1_vias: 16500
final_layout_size_suffix_gt1_frac: 0.09929
p_leak_nw: 15.31
top_usage_layer: "met1"
critical_path.max_fanout: 67
clock_tree.htree_level_count: 3
synth_area_per_cell_sq_um: 20.25
synth_top_flop_cell: "edfxtp_1"
dieArea_sq_um: 130000
logic_area_sq_um: 5650
placedInstanceArea_sq_um: 41020
outcome: "completed"
finClkSkew_ns: 0.04786
warning_count: 65
proportion_of_synthesized_flip_flops_having_asynchronous_set_or_reset: 0.06108
vias_per_inst: 4.247
largest_net_degree_at_the_start_of_global_routing: 70
dr.pass1.iters: 5
worst_setup_hold_path_clk_slew_ns: 0.06
tightestPinTransition_ns: 1.065
postLayoutSetupSlackWorst_ns: 41.09
cp-start-kind: "primary input"
power.switching_fraction: 0.2195
worst_path_dominant_cell_family: "buffers and inverters"
overall_die_width_microns: 360.5
tritoncts.num_buffers: 96
floorplan.rows: 131
critical_path_class: "in -> reg"
timing.final.hold_violations: 0
number_of_unconstrained_endpoints: 10
postCtsSetupBuffers: 0
cp.required_ns: 56.37
layout_min_cycle_time_ns: 15.01
areaGrowthSynthToFinish_pct: 14.61
power.density_nw_per_um2: 39.58
ff_latch_area_sq_um: 32520
first_pass_grt_wire_length_microns: 90600
grt_antenna_before_repair: 1
clk-insertion-delay-late_ns: 0.68
timing.critical_path.buf_inv: 5
final.fill_count: 11610
tritoncts: "done"
wl_per_cell_microns: 14.73
maximum_buffer_depth_of_the_clock_tree: 3
pwr-share-comb: 0.080
grt.met2_usage: 0.1169
max_clock_freq_mhz: 66.63
synth-edff-count: 1024
unclocked_pins: 6
crit_arrival_ns: 15.28
fin_area_sq_um: 44200
layer usage:
layer  vias up  wire length, microns
met4         0                  1305
met2       541                 21960
li1       7531                     -
met5         -                     0
met3        97                  6401
met1      7830                 25820
worst register-to-register path, cell delays in order, from the launching register on:
cell and delay (ns):
dfrtp_1 0.41, or4_1 0.61, nor2_1 0.36, nand2_1 0.22, o211ai_1 0.30, o31ai_4 0.12, buf_4 0.28, nor2_4 0.52
buf_4 0.70, buf_4 0.80, buf_4 0.77, buf_4 0.77
cell usage after synthesis (3+ instances only):
cell	count	area share
xor2_1	26	0.0059
inv_1	72	0.0070
nand4_1	8	0.0013
a211oi_1	5	0.00097
nor3_1	8	0.0010
nor4_1	7	0.0011
nand2b_1	15	0.0024
o21bai_1	13	0.0025
fa_1	38	0.020
a32oi_1	8	0.0018
ha_1	96	0.031
mux2_2	19	0.0055
nand3_1	16	0.0021
buf_6	3	0.00088
a31oi_1	5	0.00081
or3_1	6	0.00097
and3_1	9	0.0015
nor3b_1	4	0.00078
nor2b_1	16	0.0026
a22oi_1	3	0.00058
a21o_1	9	0.0018
or2_2	6	0.00097
dfrtp_1	66	0.043
xnor2_1	54	0.012
a21oi_1	57	0.0074
o31ai_1	5	0.00097
o211ai_1	4	0.00078
o21ai_0	51	0.0066
mux2i_1	16	0.0042
nor2_1	78	0.0076
nand2_1	67	0.0065
o21a_1	12	0.0023
edfxtp_1	1024	0.80
dlxtn_1	6	0.0023
clkbuf_1	17	0.0017
buf_2	3	0.00039
through the flow:
| step | power (mW) | instances | hold WS, ns |
|---|---|---|---|
| floorplan | 1.121 | 1905 | 0.4003 |
| global placement | 1.114 | 3594 | 0.4006 |
| detailed placement | 1.113 | 3594 | 0.4045 |
| CTS | 1.776 | 3767 | 0.3964 |
| global route | 1.829 | 3767 | 0.4034 |
| finish | 1.749 | 3767 | 0.3950 |
power by group through the flow:
stage	Clock, mW	Combinational [mW]	Sequential, mW
CTS	0.678	0.142	0.957
finish	0.653	0.141	0.956
global route	0.710	0.158	0.961
flip-flops by register name (all words and copies together), names as in the netlist:
register    count
req             1
wen             1
done            1
result          8
control         3
timer_s         8
data_wr         8
S_buffer     1024
next_state      3
state           3
L_buffer       24
addr           13
cell usage in the layout, fill, tap and decap left out, types with 6 or more instances in the layout:
cell                n
edfxtp_1         1024
clkbuf_16          97
ha_1               96
nor2_1             77
inv_1              71
nand2_1            67
dfrtp_1            66
a21oi_1            57
xnor2_1            54
o21ai_0            51
fa_1               38
clkdlybuf4s50_1    34
xor2_1             26
buf_4              21
mux2_2             19
clkinv_1           18
clkinv_2           17
mux2i_1            16
nor2b_1            16
nand3_1            16
clkbuf_1           16
nand2b_1           15
o21bai_1           13
o21a_1             12
bufinv_16          11
a21o_1              9
and3_1              9
nor3_1              8
a32oi_1             8
nand4_1             8
nor4_1              7
or2_2               6
or3_1               6
dlxtn_1             6
kinds of logic (layout without fill, tap and decap cells):
group           after synthesis  in the layout  synth area share
compound gates              203            203           0.03436
xor+xnor                     80             80           0.01817
fa+ha+maj                   135            135           0.05116
buf+inv                     100            300           0.01119
flops                      1091           1091            0.8408
latches                       6              6          0.002336
mux                          35             35          0.009700
simple gates                255            255           0.03228
worst paths after layout:
path | depth (start not counted) | slack, ns | to
min in group asynchronous | 2 | 11.07 | data_wr[7]
worst max-delay path | 6 | 41.09 | S_buffer[43][0]
worst min-delay path | 0 | 0.40 | S_buffer[101][2]
max in group asynchronous | 3 | 44.09 | L_buffer[1][3]
worst min register to register | 0 | 0.40 | S_buffer[101][2]
worst max register to register | 11 | 49.81 | S_buffer[43][0]
final cells by class:
class	count	share of cell area
clock buffers	115	0.05690
clock inverters	58	0.01517
flip-flops and latches	1097	0.7357
repair buffers	55	0.01127
multi-input cells	708	0.1278
inverters	72	0.006114
well taps	1662	0.04705
Power and IR drop assume default switching activity.
