## ./config.mk

```make
export PLATFORM = sky130hd
export DESIGN_NAME = LZ77_Decoder
export DESIGN_NICKNAME = LZ77_Decoder
export VERILOG_FILES = /design/flow/design.v
export SDC_FILE = /design/flow/constraint.sdc
export NUM_CORES = 4
export LEC_CHECK = 1
export CORE_UTILIZATION = 50
```

## ./constraint.sdc

```tcl
current_design LZ77_Decoder

set clk_period 2.7
set clk_io_pct 0.2

create_clock -name clk0 -period $clk_period [get_ports {clk}]

set non_clock_inputs [all_inputs -no_clocks]
set_input_delay [expr $clk_period * $clk_io_pct] -clock clk0 $non_clock_inputs
set_output_delay [expr $clk_period * $clk_io_pct] -clock clk0 [all_outputs]
```

## ./design.v

```verilog
module LZ77_Decoder(clk,reset,ready,code_pos,code_len,chardata,encode,finish,char_nxt);
input 				clk;
input 				reset;
input				ready;
input 		[4:0] 	code_pos;
input 		[4:0] 	code_len;
input 		[7:0] 	chardata;
output	 			encode;
output reg 			finish;
output reg	[7:0] 	char_nxt;
reg			[3:0]	S_B [29:0];
reg			[4:0]		timer;
assign 	encode = 1'b0;
integer j;
always @(posedge clk or posedge reset) 
begin
	if (reset) 
	begin
		timer <= 5'd0;	
	end
	else if (timer==code_len)
	begin
		timer <= 5'd0;
	end
	else
	begin
		timer <= timer + 5'd1;
	end
end
always @(posedge clk or posedge reset)
begin
	if(reset) 
	begin	
	end
	else 
	begin
		for(j=0; j<29; j=j+1)
		begin
			S_B[j+1] <= S_B[j];			
		end
		S_B[0] <= char_nxt[3:0];
	end
end
always @(posedge clk)
begin
	if ((!(|code_pos) && !(|code_len)) || timer==code_len)
	begin
		char_nxt <= chardata;
	end
	else if(!code_pos)
	begin
		char_nxt <= char_nxt;
	end
	else if(timer<=code_len)
	begin
		char_nxt <= S_B[code_pos - 5'b1];
	end
	else 
	begin
		char_nxt <= char_nxt;
	end
end
always @(posedge clk or posedge reset)
begin
	if (reset) 
	begin
		finish <= 1'b0;
	end
	else if (chardata==8'h24 && timer==code_len)
	begin
		finish <= 1'b1;
	end
	else 
	begin
		finish <= finish;
	end
end
endmodule
```

## ./run.sh

```bash
#!/bin/bash
# OpenROAD 26Q1-2900-gdf79404cd8, Yosys 0.63+post, stock flow scripts
make -C /OpenROAD-flow-scripts/flow DESIGN_CONFIG=/design/flow/config.mk WORK_HOME=/design/flow/orfs finish
```

==> CHANGELOG.md <==
### Physical design

* Status: completed
* Hold Startpoint: S_B[0][1]
* Share of post-route cells with drive strength above 1 at 0.231
* Slew @ Worst Pin at 0.564 ns
* Clk network pwr share at 0.413
* Core box area at between 0.01 and 0.015 sq mm
* Max-cap violations at 0
* Leading area contributor after synthesis: edfxtp_1
* NetSw at 1.36 mW
* Drt drc at 0
* Share of power burned in registers at 0.452
* Total clock sinks at 134
* Die x size at 111 um
* R2r worst-path depth at 7
* Placer congestion estimate at roughly 0.89
* Initial DRT Pass Iterations at 4
* Final setup fails at 0
* TritonCTS clock tree: done
* Crit-path max FO at 6
* FMAX at 0.410 GHz
* Leading post-synthesis cells by cell area: edfxtp_1 (65%), dfrtp_1 (2.5%), mux2i_1 (2.5%)
* Vias in the first global route at 3882
* Worst setup path startpoint: code_len[2]
* Max Clock Skew at approximately 0.012 ns
* Syn Inst Count at 392
* Via Count at 3659
* Final tally of hold violations at 0
* VDD IR max at 0.641 mV
* Die H at 111 um
* Distinct lib cells used at 80
* Hold crit path type: reg2reg
* Comb pwr share at 0.135
* Arrival time at the worst endpoint at ~2.6 ns
* CP endpoint kind: flip-flop
* Grt ovf at 0
* Post-CTS setup buffers at 0
* Synth warn at 2
* # diodes at 0
* Slew Viols, Final at 0
* Largest type area fraction at 0.649
* Log Warnings at 27
* Clock root buffer: clkbuf_16
* Area delta synth->final at 24.7%
* Ys flop type: edfxtp_1
* Post-synth ARST share at 0.0448
* Remaining antenna violation count at 0
* Synth Seq Share at 0.675
* Synth Register Bits at 134
* RSZ-0062 raised after global routing: false
* Static leakage at 2.69 nW
* Final min period at 2.44 ns
* Final period utilization at 0.903
* Ports at 31
* Internal power at around 4.6 mW
* Post-Syn Area at around 0.006 sq mm
* DRT Wirelength at about 13000 um
* Vias/cell at 5.86
* Dpl hpwl at about 8900 um
* DRT iter0 DRCs at 229
* Insertion Delay late pin at 0.43 ns
* Hold_buf cts at 0
* Port bufs at 28
* Pwr per Cell Area at 813 mW/mm^2
* CP required at around 2.9 ns
* Top cells by count: edfxtp_1 (128), mux2i_1 (15), nor2_1 (15)
* All-Layer GR Usage at 0.245
* FP Util at 0.516
* Syn avg cell area at 15.1 sq um
* Ys cells at 392
* Reg clk slew, reported paths at 0.05 ns
* Yosys stat chip area at 0.00592 sq mm
* Num rows at 39
* H-tree depth at 4
* Crit start category: primary input
* Die footprint at around 0.012 sq mm
* Final Power at about 6.0 mW
* Maximum clock path buffer count at 2
* Crit path capture: char_nxt[3]
* FF-to-FF setup slack at 0.49 ns
* R2r endpoint: char_nxt[3]
* Pin count of the biggest net entering global routing at 36
* WL/cell at 20.8 um
* CP Class: in2reg
* Switching Share at 0.226
* Slew headroom at 0.623
* RR Startpoint: timer[2]
* Setup TNS at 0 ns
* Initial antenna violation count at 0
* PostCTS Resize Cnt at 0
* Number of flops mapped to enable cells by yosys at around 130
* Total CTS buffers at 17
* Top-count cell post-synth: edfxtp_1
* First-pass GRT wire length at 21000 um
per-layer routing:
metal  share of wire  track usage
met1            0.45        0.418
met2            0.43        0.325
met3            0.11        0.128
met4           0.011       0.0311
met5               0            0
flip-flops by register name, summed over array words and instances (netlist names):
register  flops
finish        1
timer         5
char_nxt      8
S_B         120
area by class of cell:
| type | count | area, sq um |
|---|---|---|
| tap | 143 | 179 |
| sequential | 134 | 3990 |
| timing repair buffer | 85 | 846 |
| inverter | 7 | 30.0 |
| clock inverter | 14 | 208 |
| clock buffer | 18 | 429 |
| multi-input combinational | 223 | 1700 |
| fill | 773 | 4090 |
critical path, cell delays in order:
cell             delay (ns)
clkdlybuf4s50_1        0.49
inv_1                  0.05
ha_1                   0.30
and4_1                 0.21
and2_0                 0.20
a31oi_2                0.18
buf_4                  0.19
nor4b_2                0.27
a311oi_2               0.15
worst min path at each step:
stage	endpoint	slack, ns	cells past startpoint
finish	S_B[1][1]	0.44	0
global route	S_B[27][0]	0.46	0
CTS	S_B[1][1]	0.44	0
cell families after synthesis:
group                    synth area share
AND/OR/NAND/NOR                     0.127
flip-flops                          0.675
other                            0.000633
XOR/XNOR                          0.00444
buffers and inverters              0.0402
multiplexers                       0.0412
AND-OR/OR-AND                      0.0995
adder cells (fa/ha/maj)            0.0127
power by group through the flow:
stage	clock network, mW	registers, mW	logic [mW]
4_1_cts	2.51	2.71	0.816
5_1_grt	2.61	2.74	0.895
6_report	2.48	2.71	0.812
placed cells by master (no fill, tap or decap), drive strengths merged, types with 5 or more instances in the layout:
| cell | instances |
|---|---|
| o21ai | 8 |
| a22o | 8 |
| mux2 | 6 |
| dfrtp | 6 |
| ha | 6 |
| bufinv | 5 |
| a31oi | 5 |
| nor3b | 5 |
| clkinv | 6 |
| nor2b | 13 |
| and2 | 5 |
| inv | 6 |
| nand2b | 7 |
| mux2i | 15 |
| buf | 57 |
| a22oi | 7 |
| nor2 | 16 |
| a21oi | 12 |
| nand3 | 13 |
| nand2 | 8 |
| nand3b | 13 |
| edfxtp | 128 |
| clkdlybuf4s50 | 28 |
| nor3 | 5 |
| clkbuf | 18 |
metrics by stage:
step	worst slack [ns]	instance area (sq um)	instances	utilization	hold WS, ns
final	0.261	7380	624	0.644	0.439
after global routing	0.118	7380	624	0.644	0.455
after CTS	0.283	7380	624	0.644	0.441
after detailed placement	-0.124	6750	592	0.588	0.427
after global placement	-0.0580	6750	592	0.588	0.424
after floorplan	-0.0518	5920	392	-	0.400
Power is estimated from default activity; no workload was simulated.
